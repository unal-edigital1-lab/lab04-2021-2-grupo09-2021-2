===== /design/flow/config.mk =====
export PLATFORM = sky130hd
export DESIGN_NAME = BancoRegistro
export DESIGN_NICKNAME = BancoRegistro
export VERILOG_FILES = /design/flow/design.v
export SDC_FILE = /design/flow/constraint.sdc
export NUM_CORES = 4
export LEC_CHECK = 1
export CORE_UTILIZATION = 40

===== /design/flow/constraint.sdc =====
current_design BancoRegistro

set clk_period 6.6
set clk_io_pct 0.2

create_clock -name clk0 -period $clk_period [get_ports {clk}]

set non_clock_inputs [all_inputs -no_clocks]
set_input_delay [expr $clk_period * $clk_io_pct] -clock clk0 $non_clock_inputs
set_output_delay [expr $clk_period * $clk_io_pct] -clock clk0 [all_outputs]

===== /design/flow/design.v =====
`timescale 1ns / 1ps
module BancoRegistro #(      		  
         parameter BIT_ADDR = 8,   
         parameter BIT_DATO = 4   
	)
	(
    input [BIT_ADDR-1:0] addrRa,
    input [BIT_ADDR-1:0] addrRb,
	 output [BIT_DATO-1:0] datOutRa,
    output [BIT_DATO-1:0] datOutRb,
	 input [BIT_ADDR:0] addrW,
    input [BIT_DATO-1:0] datW,
	 input RegWrite,
    input clk,
    input rst
    );
localparam NREG = 2 ** BIT_ADDR;
reg [BIT_DATO-1: 0] breg [NREG-1:0];
reg [BIT_DATO-1:0] cont = 0;
assign  datOutRa = breg[addrRa];
assign  datOutRb = breg[addrRb];
always @(posedge clk) begin
	if (RegWrite == 1)
     breg[addrW] <= datW;
  end
endmodule

===== /design/flow/run.sh =====
#!/bin/bash
# OpenROAD 26Q1-2900-gdf79404cd8, Yosys 0.63+post, stock flow scripts
make -C /OpenROAD-flow-scripts/flow DESIGN_CONFIG=/design/flow/config.mk WORK_HOME=/design/flow/orfs finish

==> qor.tcl <==
set qor(status) {finished, final reports clean}
set qor(wl_per_cell_um) 31.78
set qor(grt_antenna_before_repair) 5
set qor(critical-path-slowest-cell) {clkdlybuf4s50_1}
set qor(pre_cts_ws_ns) 0.3361
set qor(floorplan.initialDensity_pct) 40.35
set qor(numPortBuffers) 37
set qor(worst-setup-path-type) {in -> out}
set qor(critPathMaxFanout) 10
set qor(rows) 128
set qor(leakage_nw) 17.01
set qor(post_layout_nonfiller_instances) 4506
set qor(drt_pass1_iterations) 5
set qor(hold_buffers) 0
set qor(final_max_slew_viol_count) 0
set qor(wl_um) 143200
set qor(area.growth.synth_to_final_pct) 12.25
set qor(top_level_ports) 40
set qor(timing_hold_violations_final) 0
set qor(top_cells_by_area) {edfxtp_1 63%, mux4_2 22%, mux2i_1 2.9%}
set qor(design.core.area_sq_um) 121700
set qor(gpl.final_weighted_congestion) 0.9837
set qor(synth.yosys.num_cells) 2725
set qor(ys_ff) 1024
set qor(syn-cell-area_sq_um) 49110
set qor(final_layout_size_suffix_gt1_share_pct) 30.13
set qor(yosysMostFrequentCell) {edfxtp_1}
set qor(worst_path_most_repeated_cell) {clkdlybuf4s50_1}
set qor(vdd_drop_max_v) 0.0002437
set qor(avgViaCountPerCell) 6.275
set qor(max_stage_delay_ns) 0.93
set qor(setup.worst_path.end_class) {output port}
set qor(largestRegisters) {breg: 1024 flops}
set qor(grt_start_max_net_pins) 88
set qor(synth_warnings) 1
set qor(route.vias.total) 28273
set qor(post_place_cell_area_sq_um) 51600
set qor(ys_chip_area_sq_um) 49110
set qor(yosysUniqueCellTypes) 56
set qor(clock_sink_count) 1024
set qor(drc) 0
set qor(chip_area_sq_um) 124200
set qor(timing.hold.ws_ns) 1.040
set qor(first_iter_violations) 1958
set qor(synth-seq-area-share_pct) 62.61
set qor(die_h_um) 352.4
set qor(setup_slack_after_layout_ns) 0.1939
set qor(achievable-frequency_mhz) 156.1
set qor(ys_dominant_reg_cell) {edfxtp_1}
set qor(hold_class) {in -> reg}
set qor(final_critical_delay_including_setup_and_external_delays_ns) 6.406
set qor(num-fill-cells) 10194
set qor(synthesis.area_per_instance_sq_um) 18.02
set qor(global_route_wire_length_before_repair_um) 210000
set qor(arrival_ns) 5.09
set qor(path_delay_family) {buffers and inverters}
set qor(common_cells) {1024 x edfxtp_1, 473 x mux4_2, 285 x nor2_1}
set qor(cts_htree_levels) 3
set qor(hpwl_um) 97110
set qor(die.size.x_um) 352.4
set qor(finalCritPeriodShare_pct) 97.06
set qor(worst_ep_required_time_ns) 5.28
set qor(cts_root_buf) {clkbuf_16}
set qor(grt_util_all_layers_pct) 25.45
set qor(async_flop_share_pct) 0
set qor(tritoncts) {done}
set qor(cts-root-to-sink-buffers) 3
set qor(antenna_left) 0
set qor(largest_register_ff_count) 1024
set qor(yosysTopAreaCell) {edfxtp_1}
set qor(tightestPinTransition_ns) 1.108
set qor(timing.max_cap.violations) 0
set qor(path_buffers) 2
set qor(grt.overflow.total) 0
set qor(number_of_standard_cells_after_synthesis) 2725
set qor(synth-edff-count) 1024
set qor(unrepaired_setup_endpoints_after_global_routing) {false}
set qor(critical_path.cell_chain) {clkdlybuf4s50_1 -> or2_2 -> or3_1 -> a21o_1 -> nand4_1 -> o31ai_1 -> nand3_1 -> clkdlybuf4s50_1}
set qor(powerDensity_nw_per_um2) 262.0
set qor(timing.slew.headroom_pct) 25.53
set qor(warnings) 28
set qor(grt_pass1_vias) 32037
set qor(final_area_sq_um) 55130
set qor(setup_tns_ns) 0
set qor(final-setup-viol-count) 0
set qor(yosys.area.top_type_share_pct) 62.61
set qor(startpoint_type) {input pin}
set qor(path_clk_slew_ns) 0.05
set qor(max_flop_register) {breg}
set qor(cts_buffers) 106
set qor(place_inst) 4308
==> layout make-up <==
type                    instances  area, sq um  share of cell area, %
diodes                          3        7.507                0.01362
inverters                       6        22.52                0.04085
clock inverters                74        726.9                  1.319
flip-flops and latches       1024        30750                  55.78
repair buffers                180         1657                  3.005
well taps                    1625         2033                  3.688
clock buffers                 121         2794                  5.068
multi-input cells            1473        17140                  31.09
==> path summary, 6_finish.rpt <==
path       from           to  cells after the start
max   addrRb[5]  datOutRb[0]                      8
min     datW[0]  breg[78][0]                      1
==> layout by cell type (no fill, tap or decap), drive strengths merged, types with 13 or more instances in the layout <==
cell           netlist  final
clkinv               0     50
edfxtp            1024   1024
mux4               473    473
clkdlybuf4s50        0     24
nand2b              19     19
nor2               285    285
o21ai               15     15
mux2i              142    142
nand2               88     88
o221ai              69     69
clkbuf             112    121
buf                110    156
o22ai               47     47
nand3               32     32
bufinv               0     13
a211oi              23     23
a221oi              14     14
nor2b               23     23
nand4               22     22
a21oi               34     34
mux2                61     61
==> power by group <==
part	switching [mW]	internal [mW]
Sequential	0.00593	7.17
Combinational	0.745	0.496
Clock	2.49	3.54
Total	3.24	11.2
==> cell families (layout without fill, tap and decap cells) <==
family / count (synthesis) / count (layout) / share of synthesized area (%)
AND-OR/OR-AND: 289 / 289 / 4.400
buffers and inverters: 228 / 381 / 2.502
flip-flops: 1024 / 1024 / 62.61
multiplexers: 676 / 676 / 25.98
other: 0 / 3 / 0
AND/OR/NAND/NOR: 508 / 508 / 4.507
==> routing by layer <==
layer | up-vias | part of all wire (%) | global-route usage (%)
met5 | - | 0.30 | 2.269
met4 | 16 | 3.6 | 6.930
met3 | 289 | 16 | 18.55
met2 | 1929 | 47 | 37.82
met1 | 14364 | 32 | 29.95
li1 | 11675 | - | -
==> what timing repair did <==
item                       in CTS  in global routing
buffers inserted                0                  0
resized                         0                  1
setup endpoints to repair       0                  1
==> through the flow <==
stage	util, %	power [mW]
floorplan	-	8.028
finish	45.29	14.44
global placement	42.39	8.528
detailed placement	42.39	8.542
CTS	45.28	14.52
global route	45.29	14.84
Power and IR drop assume default switching activity.
